--- flow/config.mk ---
export PLATFORM = sky130hd
export DESIGN_NAME = ConvEngine
export DESIGN_NICKNAME = ConvEngine
export VERILOG_FILES = /design/flow/design.v
export SDC_FILE = /design/flow/constraint.sdc
export NUM_CORES = 4
export LEC_CHECK = 1
export CORE_UTILIZATION = 50
--- flow/constraint.sdc ---
current_design ConvEngine

set clk_period 20.8
set clk_io_pct 0.2

create_clock -name clk0 -period $clk_period [get_ports {clk}]

set non_clock_inputs [all_inputs -no_clocks]
set_input_delay [expr $clk_period * $clk_io_pct] -clock clk0 $non_clock_inputs
set_output_delay [expr $clk_period * $clk_io_pct] -clock clk0 [all_outputs]
--- flow/design.v ---
module ConvEngine (
    input         clk,
    input         rst,
    input  [31:0] DMAport,        
    input         acc_enable,     
    input         acc_clear,      
    output [31:0] result          
);
    wire [24:0] mux_out0, mux_out1, mux_out2, mux_out3, mux_out4, mux_out5;
    MUX demux (
        .DMAport(DMAport),
        .out0(mux_out0),
        .out1(mux_out1),
        .out2(mux_out2),
        .out3(mux_out3),
        .out4(mux_out4),
        .out5(mux_out5)
    );
    wire [23:0] reg_data [5:0];
    Register reg0 (
        .clk(clk),
        .rst(rst),
        .enable(mux_out0[0]),
        .datain(mux_out0[24:1]),
        .dataout(reg_data[0])
    );
    Register reg1 (
        .clk(clk),
        .rst(rst),
        .enable(mux_out1[0]),
        .datain(mux_out1[24:1]),
        .dataout(reg_data[1])
    );
    Register reg2 (
        .clk(clk),
        .rst(rst),
        .enable(mux_out2[0]),
        .datain(mux_out2[24:1]),
        .dataout(reg_data[2])
    );
    Register reg3 (
        .clk(clk),
        .rst(rst),
        .enable(mux_out3[0]),
        .datain(mux_out3[24:1]),
        .dataout(reg_data[3])
    );
    Register reg4 (
        .clk(clk),
        .rst(rst),
        .enable(mux_out4[0]),
        .datain(mux_out4[24:1]),
        .dataout(reg_data[4])
    );
    Register reg5 (
        .clk(clk),
        .rst(rst),
        .enable(mux_out5[0]),
        .datain(mux_out5[24:1]),
        .dataout(reg_data[5])
    );
    wire signed [7:0] pixel [8:0];
    wire signed [7:0] kernel [8:0];
    assign pixel[0] = reg_data[0][23:16];
    assign pixel[1] = reg_data[0][15:8];
    assign pixel[2] = reg_data[0][7:0];
    assign pixel[3] = reg_data[1][23:16];
    assign pixel[4] = reg_data[1][15:8];
    assign pixel[5] = reg_data[1][7:0];
    assign pixel[6] = reg_data[2][23:16];
    assign pixel[7] = reg_data[2][15:8];
    assign pixel[8] = reg_data[2][7:0];
    assign kernel[0] = reg_data[3][23:16];
    assign kernel[1] = reg_data[3][15:8];
    assign kernel[2] = reg_data[3][7:0];
    assign kernel[3] = reg_data[4][23:16];
    assign kernel[4] = reg_data[4][15:8];
    assign kernel[5] = reg_data[4][7:0];
    assign kernel[6] = reg_data[5][23:16];
    assign kernel[7] = reg_data[5][15:8];
    assign kernel[8] = reg_data[5][7:0];
    wire signed [15:0] prod [8:0];
    Wallace_BaughWooley mult0 (.a(pixel[0]), .b(kernel[0]), .prod(prod[0]));
    Wallace_BaughWooley mult1 (.a(pixel[1]), .b(kernel[1]), .prod(prod[1]));
    Wallace_BaughWooley mult2 (.a(pixel[2]), .b(kernel[2]), .prod(prod[2]));
    Wallace_BaughWooley mult3 (.a(pixel[3]), .b(kernel[3]), .prod(prod[3]));
    Wallace_BaughWooley mult4 (.a(pixel[4]), .b(kernel[4]), .prod(prod[4]));
    Wallace_BaughWooley mult5 (.a(pixel[5]), .b(kernel[5]), .prod(prod[5]));
    Wallace_BaughWooley mult6 (.a(pixel[6]), .b(kernel[6]), .prod(prod[6]));
    Wallace_BaughWooley mult7 (.a(pixel[7]), .b(kernel[7]), .prod(prod[7]));
    Wallace_BaughWooley mult8 (.a(pixel[8]), .b(kernel[8]), .prod(prod[8]));
    wire signed [31:0] prod_ext [8:0];
    assign prod_ext[0] = {{16{prod[0][15]}}, prod[0]};
    assign prod_ext[1] = {{16{prod[1][15]}}, prod[1]};
    assign prod_ext[2] = {{16{prod[2][15]}}, prod[2]};
    assign prod_ext[3] = {{16{prod[3][15]}}, prod[3]};
    assign prod_ext[4] = {{16{prod[4][15]}}, prod[4]};
    assign prod_ext[5] = {{16{prod[5][15]}}, prod[5]};
    assign prod_ext[6] = {{16{prod[6][15]}}, prod[6]};
    assign prod_ext[7] = {{16{prod[7][15]}}, prod[7]};
    assign prod_ext[8] = {{16{prod[8][15]}}, prod[8]};
    wire signed [31:0] sum_products;
    assign sum_products = prod_ext[0] + prod_ext[1] + prod_ext[2] +
                          prod_ext[3] + prod_ext[4] + prod_ext[5] +
                          prod_ext[6] + prod_ext[7] + prod_ext[8];
    reg signed [31:0] accumulator;
    always @(posedge clk or posedge rst) begin
        if (rst) begin
            accumulator <= 32'b0;
        end else if (acc_clear) begin
            accumulator <= 32'b0;
        end else if (acc_enable) begin
            accumulator <= accumulator + sum_products;
        end
    end
    assign result = accumulator;
endmodule
module MUX(input [31:0] DMAport, output reg [24:0] out0, out1, out2, out3, out4, out5);
	always @ (*) begin
		out0 = 25'b0;
		out1 = 25'b0;
		out2 = 25'b0;
		out3 = 25'b0;
		out4 = 25'b0;
		out5 = 25'b0;
		case(DMAport[2:0])
			3'b000: out0 = DMAport[31:7];
			3'b001: out1 = DMAport[31:7];
			3'b010: out2 = DMAport[31:7];
			3'b011: out3 = DMAport[31:7];
			3'b100: out4 = DMAport[31:7];
			3'b101: out5 = DMAport[31:7];
			default:;
		endcase
	end
endmodule
module Register(input clk, input rst, input enable, input [23:0] datain, output reg [23:0] dataout);
	always @ (posedge clk or posedge rst) begin
		if (rst)
			dataout <= 24'b0;
		else if(enable)
			dataout <= datain;
	end
endmodule
module Wallace_BaughWooley (
    input  signed [7:0] a,
    input  signed [7:0] b,
    output signed [15:0] prod
);
    assign prod = a * b;
endmodule
--- flow/run.sh ---
#!/bin/bash
# OpenROAD 26Q1-2900-gdf79404cd8, Yosys 0.63+post, stock flow scripts
make -C /OpenROAD-flow-scripts/flow DESIGN_CONFIG=/design/flow/config.mk WORK_HOME=/design/flow/orfs finish
==> impl_metrics.tcl <==
# yosys + openroad results
set metrics [dict create \
    chip_area_sq_um 72600 \
    filler_cell_count 6025 \
    drv_slew 0 \
    final_period_minus_worst_setup_slack_ns 9.69 \
    synth-async-reset-ratio 1.00 \
    timing.setup.tns_ns 0 \
    synth.yosys.warnings 3 \
    yosys_cells 3363 \
    worstPathArrival_ns 10.11 \
    crit_required_ns 21.22 \
    first_global_vias 24500 \
    seq_area_frac_synth 0.123 \
    setup_violations 0 \
    critical_path.reg2reg.endpoint "accumulator[31]" \
    grt_start_max_net_pins 58 \
    finalClockSkew_ns 0.0160 \
    final-hold-violation-count 0 \
    register_to_register_setup_slack_ns 11.11 \
    track_usage 0.271 \
    finalWeightedCongestion 0.940 \
    cts.sinks 176 \
    die_width_um 269 \
    post_cts.repair.setup_buffers 0 \
    boundaryPins 68 \
    slew_headroom 0.436 \
    synthesis.area_sq_um 35700 \
    worstHoldPathCells 2 \
    hp-class "register to register" \
    ys_top_cells_by_count "1044 x inv_1, 908 x fa_1, 307 x and2_1" \
    drt_pass1_iterations 5 \
    timing.max_cap.violations 0 \
    yosys.cell_count.top_type "inv_1" \
    global_route.overflow_total 0 \
    layout-drive-gt1-share 0.0603 \
    synth_cells 3363 \
    h_tree_levels 4 \
    hold-path-endpoint "accumulator[0]" \
    r2r_cells 25 \
    post_cts_resize_count 0 \
    tightest_slew_ns 0.846 \
    drtAntennaViolNets 0 \
    clock_tree.root_cell "clkbuf_16" \
    yosys.cell_types.count 57 \
    flow.area_growth_from_synthesis_pct 6.49 \
    crit_type "register to register" \
    largest_area_contributor_in_the_synthesized_netlist "fa_1" \
    grt_setup_unrepaired "false" \
    die_h_um 269 \
    tool_warnings 33 \
    core_util_floorplan 0.508 \
    synth_flop_count 176 \
    insertion_delay_ns 0.50 \
    io_port_bufs 63 \
    holdCritStartpoint "accumulator[0]" \
    critical_path.max_fanout 9 \
    clkTransAtPathRegs_ns 0.09 \
    avgRoutedWirePerCell_um 18.8 \
    cts.path.max_buffers 2 \
    seqCellArea_sq_um 4400 \
    initial_drt_markers 860 \
    totalWireLength_um 82000 \
    run_status "complete, no violations" \
    routed-via-count 21500 \
    fmaxAchievable_mhz 103 \
    fp.coreArea_sq_um 70400 \
    avgSynthCellArea_sq_um 10.6 \
    timing.final.crit_share 0.466 \
    post-route-drc-count 0 \
    edf_count 0 \
    synthTopCellsByArea "fa_1 51%, dfrtp_1 12%, inv_1 11%" \
    top_area_frac 0.509 \
    fin_area_sq_um 38100 \
    tritoncts_clock_tree "built" \
    antenna_cells 0 \
    yosys-stat-area_sq_um 35700 \
    core.rowCount 97 \
    post_cts_hold_buffers 0 \
    area.combinational_sq_um 27200 \
    numCtsBuffers 17 \
    setup.worst_path.start_class "register" \
    synthFlopType "dfrtp_1" \
    detailed_place_hpwl_um 72300 \
    regToRegStartpoint "reg2.dataout[23]" \
    dpl-instance-area_sq_um 37500 \
    grt_pass1_wl_um 138000 \
    timing.critical_path.to_type "register" \
    viasPerCell 4.93 \
    antenna_found_initial 0 \
]
cell type report:
class,instances,area share
Multi-Input combinational cell,2086,0.715
Sequential cell,176,0.116
Inverter,1044,0.103
Tap cell,940,0.0309
Timing Repair Buffer,79,0.0196
Clock buffer,19,0.0116
Clock inverter,13,0.00375
flip-flops by register name, summed over array words and instances (netlist names):
name and flops:
reg2.dataout 24, reg5.dataout 24, reg0.dataout 24, reg4.dataout 24
reg3.dataout 24, accumulator 32, reg1.dataout 24
critical path, cell delays in order, from the launching register on:
cell      delay [ns]
dfrtp_1         0.57
and2_1          0.24
inv_1           0.07
fa_1            0.66
inv_1           0.18
fa_1            0.57
inv_1           0.10
fa_1            0.58
fa_1            0.52
fa_1            0.62
fa_1            0.48
fa_1            0.76
inv_1           0.32
fa_1            0.54
fa_1            0.50
inv_1           0.05
fa_1            0.49
inv_1           0.05
ha_1            0.35
a21o_1          0.21
a2111o_1        0.39
nor3b_2         0.35
o31a_2          0.25
a21oi_2         0.07
or4b_1          0.51
a31oi_1         0.17
worst max path at each step:
| stage | startpoint | end | slack (ns) | cells after the start |
|---|---|---|---|---|
| final | reg2.dataout[23] | accumulator[31] | 11.11 | 25 |
| after global routing | reg2.dataout[23] | accumulator[31] | 10.50 | 25 |
| after CTS | reg2.dataout[23] | accumulator[31] | 10.96 | 25 |
cell usage in the layout, fill, tap and decap left out, types with 4 or more instances in the layout:
cell / instances
fa_1: 908
nor2b_1: 34
and2_1: 307
mux2i_1: 18
nor3_1: 6
clkdlybuf4s50_1: 62
nand2_1: 214
mux2_2: 144
nand2b_1: 35
a211oi_1: 6
a21oi_1: 23
ha_1: 215
xor2_1: 7
dfrtp_1: 176
a211o_1: 4
xnor2_1: 28
inv_1: 1043
inv_8: 4
o21a_1: 9
a21o_1: 9
buf_4: 16
clkbuf_16: 17
nor2_1: 43
o21ai_0: 14
o211ai_1: 6
nand3_1: 6
cell families (layout without fill, tap and decap cells):
logic type / after synthesis / after routing / synth area share
compound gates: 97 / 97 / 0.0189
fa+ha+maj: 1123 / 1123 / 0.584
xor+xnor: 35 / 35 / 0.00858
mux: 162 / 162 / 0.0504
simple gates: 669 / 669 / 0.0995
flops: 176 / 176 / 0.123
buf+inv: 1101 / 1155 / 0.116
metrics by stage:
step            util  hold slack [ns]  setup slack, ns  instances
3_3_place_gp   0.532            0.542            11.07       4325
4_1_cts        0.541            0.586            10.96       4357
5_1_grt        0.541            0.609            10.50       4357
6_report       0.541            0.579            11.11       4357
3_5_place_dp   0.532            0.564            11.05       4325
2_1_floorplan      -            0.486            11.87       3363
routing by layer:
metal,track usage,up-vias,wire length (um)
li1,-,9717,-
met1,0.416,11000,32600
met2,0.404,691,39600
met3,0.0964,75,7150
met4,0.0553,4,2410
met5,0.0178,-,179
